==> flow/design.v <==
module register(clk, reset_in, reg_write_bit_in, read_reg1_in, read_reg2_in, write_reg_in, write_data_in, rdata1_out, rdata2_out);
parameter n = 32;
input clk, reset_in;
input reg_write_bit_in;
input [4:0] read_reg1_in ,read_reg2_in ,write_reg_in;  
input [n-1:0] write_data_in;  
output reg [n-1:0] rdata1_out,rdata2_out;  
reg [n-1:0] stack [n-1:0];  
wire [n-1: 0] rdata1_wire, rdata2_wire;
integer i;
always @(posedge clk) begin
	if(reset_in) begin
		for(i=0; i < n; i = i + 1) begin
			stack[i] <= 32'h0;
		end
	end
	else if (reg_write_bit_in)  
		stack[write_reg_in] = write_data_in;  
end
always @(negedge clk) begin
	if(!reg_write_bit_in) begin
		rdata1_out<=stack[read_reg1_in];  
		rdata2_out<=stack[read_reg2_in];  
	end
end
endmodule
==> flow/run.sh <==
#!/bin/bash
# OpenROAD 26Q1-2900-gdf79404cd8, Yosys 0.63+post, stock flow scripts
make -C /OpenROAD-flow-scripts/flow DESIGN_CONFIG=/design/flow/config.mk WORK_HOME=/design/flow/orfs finish
==> flow/config.mk <==
export PLATFORM = sky130hd
export DESIGN_NAME = register
export DESIGN_NICKNAME = register
export VERILOG_FILES = /design/flow/design.v
export SDC_FILE = /design/flow/constraint.sdc
export NUM_CORES = 4
export LEC_CHECK = 1
export CORE_UTILIZATION = 50
==> flow/constraint.sdc <==
current_design register

set clk_period 11.5
set clk_io_pct 0.2

create_clock -name clk0 -period $clk_period [get_ports {clk}]

set non_clock_inputs [all_inputs -no_clocks]
set_input_delay [expr $clk_period * $clk_io_pct] -clock clk0 $non_clock_inputs
set_output_delay [expr $clk_period * $clk_io_pct] -clock clk0 [all_outputs]
==> ci_impl_report.md <==
### Yosys + OpenROAD results

| Metric | Value |
|---|---|
| Status | complete, no violations |
| Initial antenna violation count | 21 |
| Placed Cells | 6070 |
| Overall routing resource usage | 39.2% |
| I/O Buffers | 113 |
| Yosys cell count | 4707 |
| CTS Sinks | 1088 |
| Clock Path Buffers | 3 |
| EDFF count, synth | 1088 |
| Most frequent logic cells in the routed design | edfxtp_1, mux2i_1, and2_1 |
| Crit path DRT | 6.18 ns |
| Synth Seq Share | 56.0% |
| Die ar. | 0.118 sq mm |
| Buf/Inv on CP | 2 |
| Most common logic cell in the routed design | edfxtp_1 |
| Crit Path Max Fanout | 32 |
| Cell family with most CP delay | buffers and inverters |
| Slew headroom | 36.8% |
| Final setup viols | 0 |
| Logic area | 0.0235 sq mm |
| YS warnings | 1 |
| Distinct cells, synth | 30 |
| CTS Hold Buffers Added | 0 |
| Final Hold Vio Count | 0 |
| Sequential fraction of design power | 48.8% |
| Wirelength, routed | 211 mm |
| PostCTS Resize Cnt | 0 |
| FP Rows | 124 |
| Clock network power share | 39.9% |
| Final HPWL DP | 122 mm |
| GR Overflow Total | 0 |
| Log Warnings | 90 |
| Cells after Synth | 4707 |
| Setup crit end kind | register |
| IO Pins | 114 |
| Fillers | 9282 |
| Largest net degree at the start of global routing | 83 |
| Drc violations | 0 |
| Dominant flop cell | edfxtp_1 |
| CTS clock-pin slew for the worst setup and hold paths | 0.06 ns |
| Initial Util | 50.7% |
| Ys flops | 1088 |
| Max Cap Viol | 0 |
| Core Region | 0.115 sq mm |
| Antenna viol nets, final | 0 |
| Critical Path AT | 4.76 ns |
| Crit path cell chain | clkdlybuf4s50_1 > and2_4 > buf_12 > a22o_1 > nor3_1 > a31oi_1 > nand3_1 |
| Static Leak | 25.7 nW |
| CTS Root Cell | clkbuf_16 |
| P per Cell Area | 149 mW/mm^2 |
| Reg2Reg Depth | 5 |
| Unrepaired setup endpoints after global routing | no |
| DRT iter0 DRCs | 3007 |
| Sw Share | 25.8% |
| Gate power share | 11.3% |
| Syn-to-layout area delta | 11.7% |
| Non-Filler Instances | 6366 |
| Clk ins delay skew pair | 0.72 ns |
| Hold path depth | 3 |
| CTS tree | done |
| Avg Inst Size Synth | 12.4 sq um |
| Slew Limit Fails | 0 |
| Vias | 39377 |
| Critical Path Source Type | input port |
| Yosys stat area | 0.0583 sq mm |
| Die Y | 343 um |
| DR vias/cell | 6.19 |
| Routed length per placed instance | 33.2 um |
| P_sw | 2.50 mW |
| GP Congestion | 0.933 |
| Critical path type | in -> reg |
| CTS Buf Count | 121 |
| Slowest Stage Delay on Critical Path | 0.73 ns |
| Setup Buffers After CTS | 0 |
| Synth Cell Area | 0.0583 sq mm |
| # H-tree levels | 3 |
| Setup tns final | 0 ns |
| Ratio of cells with drive above 1 in the final layout | 10.3% |
| Ys async rst share | 0% |
| Register area | 0.0327 sq mm |
| Hold crit path type | in -> reg |
| Worst clock skew | 0.0210 ns |
| Worst VDD drop | 0.126 mV |
| Die W | 343 um |
| Vias in the first global route | 40073 |
| Crit path depth | 7 |
| Crit-path slowest cell | and2_4 |
| Int Pwr | 7.20 mW |
| First-pass DRT Iterations | 5 |
| First-pass GRT wire length | 296 mm |
| Worst-Margin Slew | 0.946 ns |
worst reg2reg max path, stage by stage (launching register included):
cell      delay, ns
edfxtp_1       0.39
mux2i_1        0.17
a22o_1         0.18
nor3_1         0.08
a31oi_1        0.35
nand3_1        0.12
worst paths after layout:
path / startpoint / end / slack (ns)
worst max-delay path: read_reg2_in[0] / rdata2_out[29]$_DFFE_NN_ / 1.42
worst min-delay path: write_data_in[12] / stack[8][12]$_SDFFCE_PN0P_ / 2.54
worst max register to register: stack[2][29]$_SDFFCE_PN0P_ / rdata2_out[29]$_DFFE_NN_ / 4.18
worst min register to register: stack[16][26]$_SDFFCE_PN0P_ / rdata1_out[26]$_DFFE_NN_ / 6.45
cell families after synthesis:
family,after synthesis,synth area share (%)
DFF,1088,56.0
buffers and inverters,450,3.96
muxes,1024,17.6
and+or+nand+nor,1569,15.7
AOI/OAI and AO/OA,576,6.73
cell type report:
type,instances,area share (%)
timing repair buffer,299,4.51
clock buffer,159,5.21
clock inverter,132,1.06
antenna,6,0.0230
multi-input combinational,3169,36.1
sequential,1088,50.1
inverter,1,0.00768
tap,1512,2.90
state kept, by name, indices dropped and copies added, names as in the netlist:
register / count
rdata1_out: 32
rdata2_out: 32
stack: 1024
power by group through the flow:
stage | Combinational, mW | Sequential (mW) | Clock [mW]
final | 1.10 | 4.73 | 3.87
after global routing | 1.16 | 4.76 | 4.07
after CTS | 1.09 | 4.73 | 3.90
metal layers:
metal  GRT usage [%]  wire length, um  vias to the layer above  part of all wire [%]
met3            25.1            33900                      519                    16
li1                -                -                    17374                     -
met4            13.5             9070                       24                   4.3
met5            1.36              340                        -                  0.16
met2            54.7            93300                     2397                    44
met1            52.2            74400                    19063                    35
cell usage after synthesis, types with 71 or more instances:
master,instances,share of area (%)
nand2_1,197,1.3
mux2i_1,1024,18
buf_4,71,0.91
nand3_1,193,1.7
clkbuf_1,212,1.4
a22oi_1,192,2.5
a21oi_1,192,1.6
edfxtp_1,1088,56
a22o_1,128,1.9
and2_1,973,10
through the flow:
step           cell area [sq um]  util [%]  hold WS [ns]  setup slack (ns)  power [mW]
2_1_floorplan              58300         -          2.50              1.78        5.42
3_3_place_gp               61100      53.1          3.27             0.793        5.92
3_5_place_dp               61100      53.1          3.27             0.806        5.92
4_1_cts                    65100      56.7          2.50              1.55        9.72
5_1_grt                    65100      56.7          2.55              1.44        9.98
6_report                   65200      56.7          2.54              1.42        9.70
No activity file was given, so power comes from the tool's default toggle rates.
