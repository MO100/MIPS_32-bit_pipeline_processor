==> /design/flow/config.mk <==
export PLATFORM = sky130hd
export DESIGN_NAME = EX_MEM
export DESIGN_NICKNAME = EX_MEM
export VERILOG_FILES = /design/flow/design.v
export SDC_FILE = /design/flow/constraint.sdc
export NUM_CORES = 4
export LEC_CHECK = 1
export CORE_UTILIZATION = 30
==> /design/flow/constraint.sdc <==
current_design EX_MEM

set clk_period 1.0
set clk_io_pct 0.2

create_clock -name clk0 -period $clk_period [get_ports {clk}]

set non_clock_inputs [all_inputs -no_clocks]
set_input_delay [expr $clk_period * $clk_io_pct] -clock clk0 $non_clock_inputs
set_output_delay [expr $clk_period * $clk_io_pct] -clock clk0 [all_outputs]
==> /design/flow/design.v <==
module EX_MEM(EX_MEM_Next_Pipeline_out, EX_MEM_Forwarding_out, RegWrite_out, MemtoReg_out, MemRead_out, MemWrite_out, ALU_Result_out, RT_data_out, RegWrite_in, MemtoReg_in, MemRead_in, MemWrite_in, RT_data_in, ALU_Result_in, ID_EX_MUX_in, reset_in, clk);
	parameter n = 32;
	output reg RegWrite_out, MemtoReg_out, MemRead_out, MemWrite_out;
	output reg [n-1:0] ALU_Result_out, RT_data_out;
	output reg [4:0] EX_MEM_Forwarding_out, EX_MEM_Next_Pipeline_out;
	input clk, reset_in, RegWrite_in, MemtoReg_in, MemRead_in, MemWrite_in;
	input [n-1:0] RT_data_in, ALU_Result_in;
	input [4:0] ID_EX_MUX_in;  
	always @(posedge clk) begin
	  if (reset_in) begin
		{RegWrite_out, MemtoReg_out, MemRead_out, MemWrite_out} = {4{1'b0}};
		{ALU_Result_out, RT_data_out} = {n{1'b0}};
	  end
	  else begin
		RegWrite_out <= RegWrite_in;
		MemtoReg_out <= MemtoReg_in;
		MemRead_out <= MemRead_in;
		MemWrite_out <= MemWrite_in;
		ALU_Result_out <= ALU_Result_in;
		RT_data_out <= RT_data_in;
		EX_MEM_Forwarding_out <= ID_EX_MUX_in;
		EX_MEM_Next_Pipeline_out <= ID_EX_MUX_in;
		end
	end
endmodule
==> /design/flow/run.sh <==
#!/bin/bash
# OpenROAD 26Q1-2900-gdf79404cd8, Yosys 0.63+post, stock flow scripts
make -C /OpenROAD-flow-scripts/flow DESIGN_CONFIG=/design/flow/config.mk WORK_HOME=/design/flow/orfs finish
==> metrics.cfg <==
[final_layout]
area_growth_syn_to_layout_pct=67.1
drive_gt1_share_pct=31.6
design_area_um2=3380
final_cell_count_no_fill=390

[die]
die_y_um=84.1
num_io_pins=153
fp-row-count=29
core_um2=6420
fp_util_pct=31.5
fp.dieW_um=84.1
chipArea_um2=7070

[logic_synthesis]
synth.lib_cells_used.distinct=7
ys_warn_count=1
synth_stat.cells=154
synthCells=154
ys_chip_area_um2=2020
synth_flop_count=73
yosysTopAreaCell=dfxtp_1
ys_seq_share_pct=74.8
area_leaders=dfxtp_1 (67%), nor2b_1 (21%), edfxtp_1 (7.4%)
top_area_share_pct=67.3
synth.avg_cell_area_um2=13.1
syn_area_um2=2020

[timing]
drv_slew=0
final_hold_viol_count=0
post-route-period-util_pct=104
fmax_mhz=960
slew_headroom_pct=83.5
rsz0062_at_grt=yes
worst_slew_pin_slew_ns=0.248
layout_setup_ws_ns=-0.0415
layout_min_cycle_time_ns=1.04
finalSetupViolations=10

[clocking]
cts_buffers=9
cts_tree=done
cts_root_buf=clkbuf_8
clkSlewWorstSetupHoldPaths_ns=0.07
htreeDepth=3
cts_setup_buffers=0
clock_sinks=73
cts.path.max_buffers=2

[worst_setup_path]
crit_buf_inv=1
crit_path_cell_trace=buf_2
worst-setup-path-type=reg2out
worstPathArrival_ns=0.84
critPathSlowestCell=edfxtp_1
setup.worst_path.end_class=output pin
start_kind=flop
required_ns=0.80
path_delay_family=flip-flops
cp_max_fo=2
slowest_delay_ns=0.38

[outcome]
violations=DRC, setup timing
status=finished, violations left

[grt]
grt_pass1_wl_um=7360
grt_pass1_vias=1374
overflow=0
grt_start_max_net_pins=27
antenna_found_initial=0
grt_usage_pct=14.1

[placed_design]
gp_congestion=0.758
port_buffers=152
numPlacedInstances=374
post_dp_cell_area_um2=3580
dp_hpwl_um=3560

[routing]
antenna_cells=0
wl_per_cell_um=12.2
routed_wl_um=4760
post_drt_via_cell_ratio=3.87
drtIter0Drc=67
dr.pass1.iters=50
vias=1510
drc=1
ant_nets=0

[power_and_ir_drop]
peakVddDrop_uv=1060
cellLeakagePower_nw=1.54
finalPower_w=0.00589
powerDensity_nw_per_um2=1740

[job]
tool_warnings=27
cap_violations=0

[hold_path]
hp-class=in2reg

[what timing repair did]
item,CTS,global route
endpoints found under the hold margin,0,0
hold buffers,0,0
gates resized,239,1
gates cloned,0,0
endpoints found under the setup margin,78,14
pin swaps,0,0
[Yosys cell counts]
library cell  instances
buf_2                 5
buf_4                 6
buf_6                 1
dfxtp_1              68
edfxtp_1              5
inv_1                 1
nor2b_1              68
[cell type report]
class	instances	area [um2]
clock buffer	13	149
fill	580	3040
multi-input combinational	68	425
inverter	1	3.75
tap	77	96.3
timing repair buffer	155	1150
clock inverter	3	40.0
sequential	73	1520
[state kept, by name, summed over array words and instances, names as in the netlist]
register               flops
RT_data_out               32
MemWrite_out               1
RegWrite_out               1
MemtoReg_out               1
MemRead_out                1
EX_MEM_Forwarding_out      5
ALU_Result_out            32
[placed cells by master, fill, tap and decap left out, drive strengths merged]
master and count:
clkbuf 13, clkinv 2, dfxtp 68, edfxtp 5, nor2b 68, inv 1
buf 82, clkdlybuf4s50 73, bufinv 1
[power breakdown]
group          total [W]  switching [W]  internal [W]
logic           0.000557       0.000129      0.000428
clock network    0.00220       0.000984       0.00122
registers        0.00313      0.0000318       0.00310
total            0.00589        0.00114       0.00475
[cell families after synthesis]
kind of cell / count (synthesis) / synth area share [%]
DFF: 73 / 74.8
and+or+nand+nor: 68 / 21.0
buffers and inverters: 13 / 4.21
[per-layer routing]
layer	GRT usage (%)	wire, um	vias up
met2	20.3	2050	104
met3	9.14	967	7
met1	18.2	1690	634
li1	-	-	765
met4	2.66	59	0
met5	0	0	-
[worst paths after layout]
path | start | endpoint | slack, ns | cells after the start
min | reset_in | EX_MEM_Forwarding_out[4] | 0.30 | 2
max | EX_MEM_Forwarding_out[0] | EX_MEM_Next_Pipeline_out[0] | -0.04 | 1
[stage by stage]
| step | util [%] | setup TNS (ns) | hold WS, ns | setup slack [ns] |
|---|---|---|---|---|
| after global routing | 52.6 | -0.906 | 0.302 | -0.0996 |
| after floorplan | - | 0 | 0.299 | 0.212 |
| after CTS | 52.6 | -0.548 | 0.291 | -0.0740 |
| after global placement | 55.7 | -0.0122 | 0.654 | -0.0122 |
| after detailed placement | 55.7 | -0.0182 | 0.656 | -0.0182 |
| final | 52.6 | -0.291 | 0.299 | -0.0415 |
