`design/flow/design.v`:
```
module ALU(data_out, data1_in, data2_in, ALUOp_in);
  output reg [31:0] data_out;
  input [31:0] data1_in, data2_in;
  input [3:0] ALUOp_in;
  reg [31:0] HI_internal, LO_internal;
  always@(*) begin
    case(ALUOp_in)
      0: data_out <= data1_in & data2_in;
      1: data_out <= data1_in | data2_in;
      2: data_out <= data1_in + data2_in;
      3: data_out <= HI_internal;
      4: data_out <= LO_internal;
      5: begin
        {HI_internal, LO_internal} = data1_in * data2_in;
        data_out <= LO_internal;
      end
      6: data_out <= data1_in - data2_in;
      7: begin
    	if(data1_in < data2_in)
        	data_out = 32'b1;
    	else
        	data_out = 32'b0;
	end
      8: begin
        LO_internal = data1_in / data2_in;
        HI_internal = data1_in % data2_in;
        data_out <= LO_internal;
      end
      12: data_out <= ~(data1_in | data2_in);
      default: data_out <= 32'b0;
    endcase
  end
endmodule
```
`design/flow/constraint.sdc`:
```
current_design ALU

set clk_period 276.1
set clk_io_pct 0.2

create_clock -name clk0 -period $clk_period

set non_clock_inputs [all_inputs -no_clocks]
set_input_delay [expr $clk_period * $clk_io_pct] -clock clk0 $non_clock_inputs
set_output_delay [expr $clk_period * $clk_io_pct] -clock clk0 [all_outputs]
```
`design/flow/run.sh`:
```
#!/bin/bash
# OpenROAD 26Q1-2900-gdf79404cd8, Yosys 0.63+post, stock flow scripts
make -C /OpenROAD-flow-scripts/flow DESIGN_CONFIG=/design/flow/config.mk WORK_HOME=/design/flow/orfs finish
```
`design/flow/config.mk`:
```
export PLATFORM = sky130hd
export DESIGN_NAME = ALU
export DESIGN_NICKNAME = ALU
export VERILOG_FILES = /design/flow/design.v
export SDC_FILE = /design/flow/constraint.sdc
export NUM_CORES = 4
export LEC_CHECK = 1
export CORE_UTILIZATION = 30
```
==> results.toml <==
# implementation run metrics
[route]
dr.first_iter.drc_count = 5410
drt-vias-per-instance = 5.673
num_vias = 68460
route.antenna.remaining_nets = 0
routedWlPerCell_um = 28.76
drt_pre_antenna_iters = 19
drcViolationCount = 0
wl_um = 347100

[synth]
post-synth-top-area-fraction_pct = 26.44
yosys.stat.chipArea_mm2 = 0.06806
synthMostInstantiatedCell = "nand2_1"
synth_cell_type_count = 99
combined_area_of_all_synthesized_cells_mm2 = 0.06806
synth-cells-yosys = 9068
edf_count = 0
top_cells_by_area = "fa_1 26%, ha_1 16%, nand2_1 7.2%"
synth_area_per_cell_um2 = 7.506
yosys_most_used_dff = "dlxtn_1"
synth.largest_area_cell = "fa_1"
synth.cells.most_frequent = "1310 x nand2_1, 1146 x inv_1, 899 x fa_1, 890 x ha_1, 848 x nor2_1"
synth.ff_latch_count = 64
asyncSetResetFlopFracSynth_pct = 0
syn_inst = 9068
synth-warning-count = 1

[die]
chipWidth_um = 478.3
floorplan.core_util_pct = 30.23
dieHeight_um = 478.3
core_mm2 = 0.2251
die-area_mm2 = 0.2288
io_pins = 100
rows = 174

[critical_path]
critical_path.max_stage_delay_ns = 0.96
required_ns = 220.88
worst_path_most_repeated_cell = "ha_1"
setup.worst_path.end_class = "primary output"
critical_path.slowest_cell = "nor3_1"
worstSetupStartpointType = "input port"
worst_ep_arrival_time_ns = 142.02
worstPathMaxFanout = 39
cp-startpoint = "data2_in[27]"
worst-setup-path-type = "in -> out"
crit_path_end = "data_out[0]"

[power]
fin_total_pwr_mw = 2.389
total_switching_power_mw = 1.486
cellLeakagePower_nw = 35.61
cellPowerDensity_mw_per_mm2 = 32.48
cellInternalPower_mw = 0.9024
power.switching_fraction_pct = 62.22
max-vdd-ir-drop_v = 0.00009041

[job]
cap_violations = 0
stage_log_warnings = 101

[grt]
groute.usage.overall_pct = 31.20
via_count_of_the_first_global_routing_pass = 68360
grt_start_max_net_pins = 45
first_pass_grt_wire_length_um = 496600
gr-total-overflow = 0
initial_antenna_violation_count = 25

[clock_network]
cts_post_setup_buffers_inserted = 0
quantity_of_gates_resized_following_cts = 0
cts_hold_buffers = 0

[timing]
endpoints_left_unconstrained = 64
tns_ns = 0
final.period_utilization_pct = 71.44
setup_viol = 0
final_period_minus_worst_setup_slack_ns = 197.24
unclocked_regs = 64
slew_headroom_pct = 18.97
maxClockFrequency_mhz = 5.070
final-max-slew-violation-count = 0
worst_slew_pin_slew_ns = 1.207
report.final.hold_viol_count = 0
rsz0062_at_grt = "false"

[outcome]
status = "completed"

[cells_and_area]
stdcell_area_mm2 = 0.07354
fill_cells = 23730
area_delta_synth_final_pct = 8.043
drive_gt1_share_pct = 5.783
area_of_the_multi_input_gates_mm2 = 0.06136
flop_area_um2 = 960.9
final_cell_count_no_fill = 12070

[placement]
dp_hpwl_um = 282800
placed_cells = 12050
placed_cell_area_mm2 = 0.07350
globalplace.congestion = 1.078
io_buffers = 100

[worst_hold_path]
hold_path_class = "in -> out"
worstHoldStart = "data2_in[31]"
==> metal layers <==
layer / global-route usage [%] / up-vias / part of all wire (%)
met4: 17.18 / 20 / 7.1
met5: 1.134 / - / 0.068
met2: 45.84 / 3529 / 43
met1: 38.86 / 33400 / 38
li1: - / 30740 / -
met3: 12.94 / 763 / 12
==> flip-flops by register name, indices dropped and copies added (netlist names) <==
register / flops
LO_internal: 32
HI_internal: 32
==> kinds of logic after synthesis <==
logic type	synth area share (%)
AND/OR/NAND/NOR	19.74
AND-OR/OR-AND	20.26
adder cells (fa/ha/maj)	42.80
buffers and inverters	8.705
XOR/XNOR	5.675
multiplexers	1.403
latches	1.412
==> worst min-delay path by stage <==
stage | end | slack (ns) | cells after the start
6_report | data_out[3] | 111.89 | 6
5_1_grt | data_out[3] | 111.95 | 6
4_1_cts | data_out[3] | 111.93 | 6
==> per-stage QoR <==
step / setup WS (ns) / util, % / hold slack, ns
global placement: 82.83 / 32.65 / 111.92
global route: 74.02 / 32.66 / 111.95
finish: 78.86 / 32.67 / 111.89
detailed placement: 81.36 / 32.65 / 111.93
CTS: 81.06 / 32.65 / 111.93
floorplan: 94.73 / - / 110.73
==> layout by cell type, fill, tap and decap left out, drive strengths merged, types with 53 or more instances in the layout <==
cell type / instances
nor2: 849
a21o: 198
inv: 1156
o21ai: 383
nand2: 1310
o21a: 144
nand3: 155
clkdlybuf4s50: 62
nand2b: 60
a211oi: 79
o211ai: 95
and3: 53
nor2b: 57
nor3: 185
fa: 899
a31oi: 90
buf: 334
a21oi: 513
and2: 59
o31ai: 53
dlxtn: 64
or3: 82
ha: 890
xor2: 166
xnor2: 275
==> worst max-delay path, delay by kind of cell <==
family,cells,cell delay [ns]
buf+inv,24,6.64
fa+ha+maj,31,9.84
mux,3,0.92
compound gates,148,44.14
simple gates,84,24.94
==> final cells by class <==
class,count,area share (%)
timing repair buffer,396,4.124
inverter,1172,5.982
antenna,15,0.05104
sequential,64,1.307
tap,2992,5.091
multi-input combinational,7429,83.44
